<file path="flow/constraint.sdc">
current_design mux16

set clk_period 4.2
set clk_io_pct 0.2

create_clock -name clk0 -period $clk_period

set non_clock_inputs [all_inputs -no_clocks]
set_input_delay [expr $clk_period * $clk_io_pct] -clock clk0 $non_clock_inputs
set_output_delay [expr $clk_period * $clk_io_pct] -clock clk0 [all_outputs]
</file>
<file path="flow/run.sh">
#!/bin/bash
# OpenROAD 26Q1-2900-gdf79404cd8, Yosys 0.63+post, stock flow scripts
make -C /OpenROAD-flow-scripts/flow DESIGN_CONFIG=/design/flow/config.mk WORK_HOME=/design/flow/orfs finish
</file>
<file path="flow/design.v">
module mux2 (d0, d1,s, y);
    input  [31:0] d0, d1;
    input              s;
    output [31:0] y;          
    assign y = ( s == 1'b1 ) ? d1:d0;
endmodule
module mux3for5 (d0, d1, d2,s, y);
    input  [4:0] d0, d1, d2;
    input  [1:0] s;
    output [4:0] y;
    reg [4:0] y_r;
    always @( * ) begin
        case ( s )
            2'b00: y_r = d0;
            2'b01: y_r = d1;
            2'b10: y_r = d2;
            default: ;
        endcase             
    end  
    assign y = y_r;
endmodule
module mux3for3 (d0, d1, d2,s, y);
    input  [31:0] d0, d1, d2;
    input  [1:0] s;
    output [31:0] y;
    reg [31:0] y_r;
    always @( * ) begin
        case ( s )
            2'b00: y_r = d0;
            2'b01: y_r = d1;
            2'b10: y_r = d2;
            default: ;
        endcase             
    end  
    assign y = y_r;
endmodule
module mux8 #(parameter WIDTH = 8)
             (d0, d1, d2, d3,
              d4, d5, d6, d7,
              s, y);
    input  [WIDTH-1:0] d0, d1, d2, d3;
    input  [WIDTH-1:0] d4, d5, d6, d7;
    input  [2:0]       s;
    output [WIDTH-1:0] y;
    reg [WIDTH-1:0] y_r;
    always @( * ) begin
        case ( s )
            3'd0: y_r = d0;
            3'd1: y_r = d1;
            3'd2: y_r = d2;
            3'd3: y_r = d3;
            3'd4: y_r = d4;
            3'd5: y_r = d5;
            3'd6: y_r = d6;
            3'd7: y_r = d7;
            default: ;
        endcase
    end  
    assign y = y_r;    
endmodule
module mux16 #(parameter WIDTH = 8)
             (d0, d1, d2, d3,
              d4, d5, d6, d7,
              d8, d9, d10, d11,
              d12, d13, d14, d15,
              s, y);
    input [WIDTH-1:0] d0, d1, d2, d3;
    input [WIDTH-1:0] d4, d5, d6, d7;
    input [WIDTH-1:0] d8, d9, d10, d11;
    input [WIDTH-1:0] d12, d13, d14, d15;
    input [3:0] s;
    output [WIDTH-1:0] y;
    reg [WIDTH-1:0] y_r;
    always @( * ) begin
        case ( s )
            4'd0:  y_r = d0;
            4'd1:  y_r = d1;
            4'd2:  y_r = d2;
            4'd3:  y_r = d3;
            4'd4:  y_r = d4;
            4'd5:  y_r = d5;
            4'd6:  y_r = d6;
            4'd7:  y_r = d7;
            4'd8:  y_r = d8;
            4'd9:  y_r = d9;
            4'd10: y_r = d10;
            4'd11: y_r = d11;
            4'd12: y_r = d12;
            4'd13: y_r = d13;
            4'd14: y_r = d14;
            4'd15: y_r = d15;
            default: ;
        endcase
    end  
    assign y = y_r;    
endmodule
</file>
<file path="flow/config.mk">
export PLATFORM = sky130hd
export DESIGN_NAME = mux16
export DESIGN_NICKNAME = mux16
export VERILOG_FILES = /design/flow/design.v
export SDC_FILE = /design/flow/constraint.sdc
export NUM_CORES = 4
export LEC_CHECK = 1
export CORE_AREA = 10 10 86 86
export DIE_AREA = 0 0 96 96
</file>
==> qor.csv <==
stage;metric;value;unit
synth;synth_area;1330;um^2
drt;vias;2040;
synth;simple_gate_area_frac;0.370;
sta;fin_setup_tns;0;ns
synth;syn_area_per_cell;6.77;um^2
sta;slew_violations;0;
synth;yosysCellCount;196;
placed_design;postPlaceCellArea;2800;um^2
synth;compound_area_frac;0.385;
final_layout;layout-drive-gt1-share;0.0642;
synth;ys_sh_mux;0.131;
setup_path;crit_buf_inv;2;
global_route;grt_pass1_wl;12000;um
drt;firstDrtPassIters;4;
final_layout;layout_top_cells;137 x clkdlybuf4s50_1, 19 x nand3b_1, 17 x a21oi_1;
drt;detail-route-antenna-nets;0;
final_layout;seq_cells;0;
setup_path;critPathMostFrequentCell;clkdlybuf4s50_1;
floorplanning;num_rows;27;
drt;wl;7700;um
hold_path;hold_path.startpoint;d0[7];
placed_design;dp.cells;399;
sta;fin_crit_sh;0.953;
sta;worst_pin_slew;0.626;ns
synth;xor_area_frac;0;
setup_path;path_depth;6;
global_route;grt-ovfl-total;0;
run;maxCapViolCount;0;
setup_path;crit_fanout;7;
drt;drt_iter0_markers;128;
floorplanning;die-area;9220;um^2
placed_design;gp_congestion;0.884;
final_layout;nClkBuffers;0;
power;p_total;0.268;mW
global_route;grt_antenna_before_repair;0;
setup_path;cp_top_family;buffers and inverters;
setup_path;startpoint_type;primary input;
sta;period_needed;4.00;ns
global_route;grt_usage;0.162;
power;p_leak;1.05;nW
synth;synth-warning-count;1;
setup_path;crit_start;s[2];
final_layout;final_common_cell;clkdlybuf4s50_1;
synth;fa_ha_area_frac;0;
sta;worst_slack;0.198;ns
synth;seq_area_frac_synth;0;
setup_path;crit_path_end_kind;output port;
floorplanning;ios;140;
setup_path;crit_path_cell_trace;clkdlybuf4s50_1 > nand2b_1 > a21oi_1 > or4_1 > o32a_1 > clkdlybuf4s50_1;
drt;avgRoutedWirePerCell;19.3;um
setup_path;crit_end;y[3];
final_layout;area_growth;111;%
final_layout;fillers;550;
floorplanning;die-height;96;um
global_route;grt_max_degree;33;
sta;grt_setup_unrepaired;no;
drt;antennaDiodeCount;0;
final_layout;flop_area;0;um^2
sta;max_slew_margin;0.577;
status;status;complete, no violations;
floorplanning;die_x;96;um
sta;finalHoldViolations;0;
drt;drc_errors;0;
placed_design;place_hpwl;6490;um
drt;via_per_inst;5.11;
global_route;grt_pass1_vias;2182;
placed_design;pre_cts_ws;0.0937;ns
setup_path;critical_path_class;in -> out;
setup_path;max_stage_delay;0.63;ns
placed_design;io_buffers;140;
floorplanning;coreArea;5540;um^2
setup_path;slowest_stage;clkdlybuf4s50_1;
setup_path;critPathRequiredTime;3.36;ns
synth;yosys_area;1330;um^2
floorplanning;core_util_floorplan;0.240;
power;ir_worst_vdd;0.0581;mV
synth;synth.distinct_cells;50;
setup_path;crit_arrival;3.16;ns
sta;fmax;250;MHz
run;warning_count;32;
final_layout;stdcell_count;399;
synth;synthCells;196;
final_layout;finalInstanceArea;2810;um^2
hold_path;hp-class;in -> out;
power;power_per_cell_area;95.5;nW/um^2
sta;final-setup-viol-count;0;
synth;logic_family;AND-OR/OR-AND gates;
final_layout;mi_logic_area;1180;um^2
==> cell usage after synthesis, types with 2 or more instances <==
cell / number / area, um^2
buf_2: 10 / 50.1
o32a_1: 5 / 50.1
a22o_1: 2 / 17.5
a21oi_1: 17 / 85.1
a31oi_1: 7 / 43.8
nand3b_1: 19 / 143
a221oi_1: 10 / 87.6
mux2i_1: 14 / 140
or4_1: 4 / 30.0
o22ai_1: 5 / 31.3
o21ai_0: 3 / 15.0
clkbuf_1: 6 / 22.5
mux2_2: 2 / 22.5
a31o_2: 2 / 17.5
a32o_1: 2 / 20.0
buf_6: 2 / 22.5
nor3b_1: 4 / 30.0
nand4b_1: 2 / 17.5
nor3_1: 6 / 30.0
nand2b_1: 4 / 25.0
a22oi_1: 3 / 22.5
nor2_1: 5 / 18.8
or3_1: 2 / 12.5
nand3_1: 5 / 25.0
buf_4: 2 / 15.0
inv_2: 2 / 7.51
inv_1: 9 / 33.8
o2bb2ai_1: 5 / 43.8
nor2b_1: 6 / 37.5
and3_1: 3 / 18.8
nand2_1: 9 / 33.8
==> layout make-up <==
| type | count | area share |
|---|---|---|
| Inverter | 11 | 0.0147 |
| Timing Repair Buffer | 151 | 0.533 |
| Multi-Input combinational cell | 165 | 0.420 |
| Tap cell | 72 | 0.0321 |
==> where the power goes <==
part           internal, mW  switching, mW  total (mW)
Sequential                0              0           0
Clock                     0              0           0
Combinational         0.181         0.0870       0.268
Total                 0.181         0.0870       0.268
==> how the worst min path moves through the flow <==
stage / slack [ns] / endpoint / cells after the start
after CTS: 2.65 / y[7] / 3
after global routing: 2.65 / y[2] / 3
final: 2.63 / y[7] / 3
==> repair_timing <==
action | in CTS | in global routing
hold endpoints to repair | 0 | 0
hold buffers | 0 | 0
resized | 0 | 3
buffers inserted | 0 | 0
endpoints found under the setup margin | 0 | 3
==> through the flow <==
stage / hold slack, ns / util
after detailed placement: 2.64 / 0.505
after floorplan: 1.76 / -
final: 2.63 / 0.506
after global routing: 2.65 / 0.506
after CTS: 2.65 / 0.505
after global placement: 2.64 / 0.505
==> metal layers <==
metal	track usage	wire, um	vias up
met3	0.0393	742	0
met1	0.227	3480	898
met4	0	0	0
met2	0.260	3480	97
li1	-	-	1045
met5	0	0	-
==> kinds of logic (layout without fill, tap and decap cells) <==
| kind of cell | after synthesis | count (layout) |
|---|---|---|
| AND/OR/NAND/NOR | 78 | 78 |
| AND-OR/OR-AND | 70 | 70 |
| buffers and inverters | 31 | 162 |
| multiplexers | 17 | 17 |
No activity file was given, so power comes from the tool's default toggle rates.
